`./run.sh`:
```
#!/bin/bash
# OpenROAD 26Q1-2900-gdf79404cd8, Yosys 0.63+post, stock flow scripts
make -C /OpenROAD-flow-scripts/flow DESIGN_CONFIG=/design/flow/config.mk WORK_HOME=/design/flow/orfs finish
```
`./config.mk`:
```
export PLATFORM = sky130hd
export DESIGN_NAME = main
export DESIGN_NICKNAME = main
export VERILOG_FILES = /design/flow/design.v
export SDC_FILE = /design/flow/constraint.sdc
export NUM_CORES = 4
export LEC_CHECK = 1
export CORE_UTILIZATION = 40
```
`./constraint.sdc`:
```
current_design main

set clk_period 3.4
set clk_io_pct 0.2

create_clock -name clk0 -period $clk_period [get_ports {dram_clk}]
create_clock -name clk1 -period $clk_period [get_ports {mmu_clk_7}]

set non_clock_inputs [all_inputs -no_clocks]
set_input_delay [expr $clk_period * $clk_io_pct] -clock clk0 $non_clock_inputs
set_output_delay [expr $clk_period * $clk_io_pct] -clock clk0 [all_outputs]
```
`./design.v`:
```
`timescale 1ns / 1ps
module main(
    inout [15:0] mmu_data,
    input [23:1] mmu_addr,
    output mmu_dtack,
    input mmu_reset,
    input mmu_rw,
    input mmu_lds,
    input mmu_uds,
    input mmu_as,
    input mmu_clk_7,
    output ctl_oe,
    output l_data_oe,
    output u_data_oe,
    output l_data_dir,
    output u_data_dir,
    output addr_oe_0,
    output addr_oe_1,
    output addr_oe_2,
    output [11:0] dram_addr,
    inout [15:0] dram_dq,
    output [1:0] dram_ba,
    output dram_dqml,
    output dram_dqmh,
    output dram_ras_n,
    output dram_cas_n,
    output dram_we_n,
    input dram_clk,
    output [6:1] test);
wire [15:0] dramc_data_in;
wire [15:0] dramc_data_out;
wire dram_ready;
reg [9:2] ram_enable = 8'b00000000;
wire ram_sel = (ram_enable[2] & (mmu_addr[23:20] == 4'h2)) |
               (ram_enable[3] & (mmu_addr[23:20] == 4'h3)) |
               (ram_enable[4] & (mmu_addr[23:20] == 4'h4)) |
               (ram_enable[5] & (mmu_addr[23:20] == 4'h5)) |
               (ram_enable[6] & (mmu_addr[23:20] == 4'h6)) |
               (ram_enable[7] & (mmu_addr[23:20] == 4'h7)) |
               (ram_enable[8] & (mmu_addr[23:20] == 4'h8)) |
               (ram_enable[9] & (mmu_addr[23:20] == 4'h9));
reg autoconfig = 1;
reg [26:0] reset_timer = 0;
wire ram_8meg = reset_timer < 21000000;			 
wire [3:0] board_size = ram_8meg ? 4'b0000 : 4'b0111;
wire autoconfig_sel = mmu_addr[23:16] == 8'hE8;		 
wire [6:1] addr_lo = mmu_addr[6:1];
wire [15:12] autoconfig_data = (addr_lo == 6'b000000) ? 4'b1110 :         
                               (addr_lo == 6'b000001) ? board_size :      
                               (addr_lo == 6'b000010) ? 4'b1110 :         
                               (addr_lo == 6'b000011) ? 4'b1110 :         
                               (addr_lo == 6'b000100) ? 4'b0011 :         
                               (addr_lo == 6'b000101) ? 4'b1111 :         
                               (addr_lo == 6'b001000) ? 4'b1110 :         
                               (addr_lo == 6'b001001) ? 4'b1110 :         
                               (addr_lo == 6'b001010) ? 4'b1110 :         
                               (addr_lo == 6'b001011) ? 4'b1110 :         
                               (addr_lo == 6'b100000) ? 4'b0000 :         
                               (addr_lo == 6'b100001) ? 4'b0000 :         
                               4'b1111;
always @(negedge mmu_clk_7) begin
    if (~mmu_reset) begin
        autoconfig <= 1;
		reset_timer <= reset_timer + 1;
    end
    else if (autoconfig_sel & autoconfig & ~mmu_rw & ~mmu_as & ~mmu_uds & (addr_lo == 6'b100100)) begin     
		ram_enable <= ram_8meg ? 8'b11111111 : 8'b00001111;
        autoconfig <= 0;
		reset_timer <= 0;
    end
end
assign mmu_data[7:0]  = ram_sel & mmu_rw & ~mmu_lds ? dramc_data_out[7:0] : 8'hzz;
assign mmu_data[15:8] = (autoconfig & autoconfig_sel & mmu_rw & ~mmu_uds) ? {autoconfig_data, 4'b0000} :
                        (ram_sel & mmu_rw & ~mmu_uds) ? dramc_data_out[15:8] :
                        8'hzz;
assign dramc_data_in = mmu_data;
assign mmu_dtack = (autoconfig & autoconfig_sel) ? (~mmu_uds | ~mmu_lds) :
	               ram_sel ? (~mmu_uds | ~mmu_lds) & dram_ready :
				   0;
assign l_data_oe = ~(~mmu_lds & ram_sel);
assign u_data_oe = ~(~mmu_uds & (ram_sel | (autoconfig & autoconfig_sel)));
assign l_data_dir = ~mmu_rw;
assign u_data_dir = ~mmu_rw;
assign addr_oe_0 = 0;
assign addr_oe_1 = 0;
assign addr_oe_2 = 0;
assign ctl_oe = 0;
assign test[1] = autoconfig_sel;
assign test[2] = ram_sel;
assign test[3] = dram_ready;
assign test[4] = mmu_dtack;
assign test[5] = autoconfig;
assign test[6] = u_data_oe;
sdram_ctl sdram_ctl_inst(
    .clk(dram_clk),
    .ena(~autoconfig & ram_sel & ~mmu_as & (~mmu_uds | ~mmu_lds)),
    .rw(mmu_rw),
    .u_ena_n(mmu_uds),
    .l_ena_n(mmu_lds),
    .ready(dram_ready),
    .addr(mmu_addr[22:1]),
    .data_in(dramc_data_in),
    .data_out(dramc_data_out),
    .dram_addr(dram_addr),
    .dram_dq(dram_dq),
    .dram_ba(dram_ba),
    .dram_dqml(dram_dqml),
    .dram_dqmh(dram_dqmh),
    .dram_ras_n(dram_ras_n),
    .dram_cas_n(dram_cas_n),
    .dram_we_n(dram_we_n));
endmodule
module sdram_ctl(
    input clk,
    input ena,                   
    input rw,                    
    input u_ena_n,               
    input l_ena_n,               
    output reg ready = 1'b0,
    input [21:0] addr,
    input [15:0] data_in,
    output [15:0] data_out,
    output [11:0] dram_addr,
    inout [15:0] dram_dq,
    output [1:0] dram_ba,
    output dram_dqml,
    output dram_dqmh,
    output dram_ras_n,
    output dram_cas_n,
    output dram_clk,
    output dram_we_n);
reg init           = 1'b1;
reg idle           = 1'b0;
reg precharge_init = 1'b0;
reg load           = 1'b0;
reg refresh_init   = 1'b0;
reg refresh        = 1'b0;
reg read           = 1'b0;
reg write          = 1'b0;
reg phase0 = 1'b0;
reg phase1 = 1'b0;
reg phase2 = 1'b0;
reg phase3 = 1'b0;
reg phase4 = 1'b0;
reg phase5 = 1'b0;
reg phase6 = 1'b0;
parameter INITIAL_DELAY = 15'h58f0;  
parameter REFRESH_CYCLE = 15'h7ce4;  
reg [14:0] counter = INITIAL_DELAY;
reg [15:0] dq_t;
reg ena_t = 1'b0;
reg rw_t = 1'b0;
reg u_ena_n_t = 1'b0;
reg l_ena_n_t = 1'b0;
reg [15:0] data_in_t;
assign dram_addr = (load & phase0) ? 12'b0000_0010_0000 :
                   ((read | write) & phase0) ? addr[20:8] :
                   ((read | write) & phase2) ? {4'b0000, addr[7:0]} :
                   ((read | write) & phase5) ? 12'b0100_0000_0000 :  
                   12'b0000_0000_0000;
assign dram_dq = (write & phase2) ? data_in_t : 16'hzzzz;
assign dram_ba = (init | load) ? 2'b00 : addr[21:20];
assign dram_dqml = ~(~init & ~l_ena_n_t);
assign dram_dqmh = ~(~init & ~u_ena_n_t);
assign dram_ras_n = ~((read & phase0) | (write & phase0) | (read & phase5) | (write & phase5) | (load & phase0) | (refresh & phase0) | (refresh_init & phase0));
assign dram_cas_n = ~((read & phase2) | (write & phase2) | (load & phase0) | (refresh & phase0) | (refresh_init & phase0));
assign dram_clk = clk;
assign dram_we_n = ~((load & phase0) | (write & phase2) | (write & phase5) | (read & phase5) | (precharge_init & phase0));
assign data_out = dq_t;
wire init_done = (counter == 0) & init;
wire precharge_init_done = precharge_init & phase1;
wire next_init_refresh = refresh_init & phase6 & |counter;
wire init_refresh_done = refresh_init & phase6 & (counter == 0);
wire load_done = load & phase1;
wire read_start = idle & ena_t & rw_t & ~ready;
wire read_done = read & phase6;
wire write_start = idle & ena_t & ~rw_t & ~ready;
wire write_done = write & phase6;
wire refresh_start = (counter == 0) & idle & ~(read_start | write_start);
wire refresh_done = refresh & phase6;
always @(posedge clk) begin
    if (|counter)
        counter <= counter + 15'h0001;
    else if (precharge_init & phase1)
        counter <= 15'h7fc9;            
    else if (load_done | refresh_done)
        counter <= REFRESH_CYCLE;
    ena_t <= ena;
    rw_t <= rw;
    if (write & phase0)
        data_in_t <= data_in;
    if ((read | write) & phase0) begin
        l_ena_n_t <= l_ena_n;
        u_ena_n_t <= u_ena_n;
    end
    if (read & phase4)
        dq_t <= dram_dq;
end
always @(posedge clk) begin
    if (init_done)
        init <= 1'b0;
    if (init_done)
        precharge_init <= 1'b1;
    else if (precharge_init == 1'b1 & phase1)
        precharge_init <= 1'b0;
    if (precharge_init_done)
        refresh_init <= 1'b1;
    else if (counter == 0)
        refresh_init <= 1'b0;
    if (init_refresh_done)
        load <= 1'b1;
    else if (load_done)
        load <= 1'b0;
    if (load_done | refresh_done | read_done | write_done)
        idle <= 1'b1;
    else if (refresh_start | read_start | write_start)
        idle <= 1'b0;
    if (refresh_start)
        refresh <= 1'b1;
    else if (refresh_done)
        refresh <= 1'b0;
    if (read_start)
        read <= 1'b1;
    else if (read_done)
        read <= 1'b0;
    if (write_start)
        write <= 1'b1;
    else if (write_done)
        write <= 1'b0;
    if ((read | write) & phase5)
        ready <= 1'b1;
    else if ((idle | refresh) & ~ena)
        ready <= 1'b0;
    phase0 <= init_done | precharge_init_done | next_init_refresh | init_refresh_done | refresh_start | read_start | write_start;
    phase1 <= phase0 & (precharge_init | refresh_init | load | refresh | read | write);
    phase2 <= phase1 & (refresh_init | refresh | read | write);
    phase3 <= phase2;
    phase4 <= phase3;
    phase5 <= phase4;
    phase6 <= phase5;
end
endmodule
```
==> reports/metrics.yaml <==
yosys:
  synthCells: 427
  yosys_warnings: 5
  async_flop_share_pct: 0
  yosysUniqueCellTypes: 58
  syn_avg_cell_area_um2: 11.2
  yosys_area_um2: 4770
  top_area_share_pct: 49.8
  ys_cells: 427
  syn_area_um2: 4770
  edf_count: 79
  largest_area_cell: "edfxtp_1"
  ff_type: "edfxtp_1"
  ys_ff: 97
  postSynthSeqShare_pct: 57.3
  topCellsByArea: "edfxtp_1, dfxtp_1, a21oi_1, nor2_1, xor2_1"
placed_design:
  gp_congestion: 0.847
  port_buffers: 58
  placed_cell_area_um2: 5900
  hpwl_mm: 7.83
status:
  status: "stopped before the end"
  error: "[error] [KeplerFormal.cpp:679] Workflow failed: Iso has multiple drivers: .mmu_data10, _481_.Y0"
  haltStage: "clock tree synthesis"
floorplanning:
  die_h_um: 111
  fp_util_pct: 41.4
  ios: 96
  die_w_um: 111
  fp-row-count: 39
clock_network:
  clock-sinks: 97
  cts_post_setup_buffers_inserted: 27
  cts.repair.resized: 80
  cts_hold_buf: 0
synthesized netlist by cell type (6+ instances only):
cell	count
a21oi_1	29
a22oi_1	9
and2_1	13
and3_1	7
buf_4	12
clkbuf_1	12
dfxtp_1	18
edfxtp_1	79
inv_1	16
nand2_1	17
nand3_1	16
nand4_1	14
nor2_1	34
nor2b_1	11
nor3_1	8
nor3b_1	6
nor4_1	6
o21ai_0	17
or3_1	7
xor2_1	14
metrics by stage:
stage	setup slack, ps	instances
floorplan	-719	431
global placement	-1170	665
detailed placement	-1160	665
cells by family after synthesis:
group | Yosys count | share of synthesized area (%)
multiplexers | 6 | 1.29
XOR/XNOR | 19 | 3.49
AND/OR/NAND/NOR | 171 | 20.9
AND-OR/OR-AND | 85 | 11.4
adder cells (fa/ha/maj) | 3 | 0.787
buffers and inverters | 44 | 4.65
other | 2 | 0.158
flip-flops | 97 | 57.3
